### /design/flow/run.sh
#!/bin/bash
# OpenROAD 26Q1-2900-gdf79404cd8, Yosys 0.63+post, stock flow scripts
make -C /OpenROAD-flow-scripts/flow DESIGN_CONFIG=/design/flow/config.mk WORK_HOME=/design/flow/orfs finish
### /design/flow/config.mk
export PLATFORM = sky130hd
export DESIGN_NAME = rtc_clock
export DESIGN_NICKNAME = rtc_clock
export VERILOG_FILES = /design/flow/design.v
export SDC_FILE = /design/flow/constraint.sdc
export NUM_CORES = 4
export LEC_CHECK = 1
export CORE_UTILIZATION = 40
### /design/flow/design.v
module	rtc_clock(
	input  logic        clk_i,
	input  logic        rstn_i,
	input  logic        clock_update_i,
	output logic [21:0] clock_o,
	input  logic [21:0] clock_i,
	input  logic  [9:0] init_sec_cnt_i,
	input  logic        timer_update_i,
	input  logic        timer_enable_i,
	input  logic        timer_retrig_i,
	input  logic [16:0] timer_target_i,
	output logic [16:0] timer_value_o,
	input  logic        alarm_enable_i,
	input  logic        alarm_update_i,
	input  logic [21:0] alarm_clock_i,
	output logic [21:0] alarm_clock_o,
	output logic        event_o,
	output logic        update_day_o
);
	logic [7:0] r_seconds;
	logic [7:0] r_minutes;
	logic [6:0] r_hours;
	logic [7:0] s_seconds;
	logic [7:0] s_minutes;
	logic [6:0] s_hours;
	logic [7:0] r_alarm_seconds;
	logic [7:0] r_alarm_minutes;
	logic [6:0] r_alarm_hours;
	logic       r_alarm_enable;
	logic [7:0] s_alarm_seconds;
	logic [7:0] s_alarm_minutes;
	logic [5:0] s_alarm_hours;
	logic [14:0] r_sec_counter;
	logic s_update_seconds;
	logic s_update_minutes;
	logic s_update_hours;
	logic s_alarm_match;
	logic r_alarm_match;
	logic s_alarm_event;
	logic s_timer_event;
	logic s_timer_match;
	logic [16:0] r_timer;
	logic [16:0] r_timer_target;
	logic        r_timer_en;
	logic        r_timer_retrig;
	assign s_seconds = clock_i[7:0];
	assign s_minutes = clock_i[15:8];
	assign s_hours   = clock_i[21:16];
	assign s_alarm_seconds = alarm_clock_i[7:0];
	assign s_alarm_minutes = alarm_clock_i[15:8];
	assign s_alarm_hours   = alarm_clock_i[21:16];
	assign s_alarm_match = (r_seconds == s_alarm_seconds) & (r_minutes == s_alarm_minutes) & (r_hours == s_alarm_hours); 
	assign s_alarm_event = r_alarm_enable & s_alarm_match & ~r_alarm_match;  
	assign s_timer_match = r_timer == r_timer_target;
	assign s_timer_event = r_timer_en & s_timer_match;
	assign s_update_seconds = r_sec_counter == 15'h7FFF;
	assign s_update_minutes = s_update_seconds & (r_seconds == 8'h59);
	assign s_update_hours   = s_update_minutes & (r_minutes == 8'h59);
	assign event_o        = s_alarm_event | s_timer_event;
	assign update_day_o   = s_update_hours & (r_hours == 6'h23);
	assign clock_o        = {r_hours,r_minutes,r_seconds};
	assign alarm_clock_o = {r_alarm_hours,r_alarm_minutes,r_alarm_seconds};
	assign timer_value_o = r_timer;
    always @ (posedge clk_i or negedge rstn_i)
    begin
        if(~rstn_i)
        begin
            r_alarm_seconds <= 'h0;
            r_alarm_minutes <= 'h0;
            r_alarm_hours   <= 'h0;
            r_alarm_enable  <= 'h0;
        end
        else
        begin
        	if (alarm_update_i)
        	begin
        		r_alarm_enable  <= alarm_enable_i;
            	r_alarm_seconds <= s_alarm_seconds;
            	r_alarm_minutes <= s_alarm_minutes;
            	r_alarm_hours   <= s_alarm_hours  ;
        	end
        	else if(s_alarm_event)  
        		r_alarm_enable <= 'h0;
        end
    end
    always @ (posedge clk_i or negedge rstn_i)
    begin
        if(~rstn_i)
            r_alarm_match <= 'h0;
        else
       		r_alarm_match <= s_alarm_match;
    end
    always @ (posedge clk_i or negedge rstn_i)
    begin
        if(~rstn_i)
        begin
            r_timer_en     <= 'h0;
            r_timer_target <= 'h0;
            r_timer        <= 'h0;
            r_timer_retrig <= 'h0;
        end
        else
        begin
        	if (timer_update_i)
        	begin
        		r_timer_en     <= timer_enable_i;
            	r_timer_target <= timer_target_i;
            	r_timer_retrig <= timer_retrig_i;
            	r_timer        <= 'h0;
        	end
        	else if(r_timer_en)
        	begin
        		if(s_timer_match)
        		begin
        			if(!r_timer_retrig)
        				r_timer_en <= 0;
        			r_timer    <= 'h0;
        		end
        		else
        			r_timer <= r_timer + 1;
        	end
        end
    end
    always @ (posedge clk_i or negedge rstn_i)
    begin
        if(~rstn_i)
            r_sec_counter <= 'h0;
        else
        begin
        	if (clock_update_i)
        		r_sec_counter <= {init_sec_cnt_i,5'h0};
        	else
            	r_sec_counter <= r_sec_counter + 1;
        end
    end
	always @(posedge clk_i or negedge rstn_i)
	begin
		if(~rstn_i)
		begin
			r_seconds <= 0;
			r_minutes <= 0;
			r_hours   <= 0;
		end
		else
		begin
			if (clock_update_i)
			begin
				r_seconds <= s_seconds;
				r_minutes <= s_minutes;
				r_hours   <= s_hours;
			end
			else
			begin
				if (s_update_seconds)
				begin  
					if (r_seconds[3:0] >= 4'h9)
						r_seconds[3:0] <= 4'h0;
					else
						r_seconds[3:0] <= r_seconds[3:0] + 4'h1;
					if (r_seconds >= 8'h59)
						r_seconds[7:4] <= 4'h0;
					else if (r_seconds[3:0] >= 4'h9)
						r_seconds[7:4] <= r_seconds[7:4] + 4'h1;
				end
				if (s_update_minutes)
				begin  
					if (r_minutes[3:0] >= 4'h9)
						r_minutes[3:0] <= 4'h0;
					else
						r_minutes[3:0] <= r_minutes[3:0] + 4'h1;
					if (r_minutes >= 8'h59)
						r_minutes[7:4] <= 4'h0;
					else if (r_minutes[3:0] >= 4'h9)
						r_minutes[7:4] <= r_minutes[7:4] + 4'h1;
				end
				if (s_update_hours)
				begin  
					if (r_hours >= 6'h23)
					begin
						r_hours <= 6'h00;
					end else if (r_hours[3:0] >= 4'h9)
					begin
						r_hours[3:0] <= 4'h0;
						r_hours[5:4] <= r_hours[5:4] + 2'h1;
					end else begin
						r_hours[3:0] <= r_hours[3:0] + 4'h1;
					end
				end
			end
		end
	end
endmodule
### /design/flow/constraint.sdc
current_design rtc_clock

set clk_period 3.1
set clk_io_pct 0.2

create_clock -name clk0 -period $clk_period [get_ports {clk_i}]

set non_clock_inputs [all_inputs -no_clocks]
set_input_delay [expr $clk_period * $clk_io_pct] -clock clk0 $non_clock_inputs
set_output_delay [expr $clk_period * $clk_io_pct] -clock clk0 [all_outputs]
==> flow_summary.toml <==
# physical design summary
[run_status]
status = "finished clean"

[routing]
met2_length_um = 6830
ant_nets = 0
top_layer = "met4"
via_count = 4545
drc = 0
wl_per_cell_um = 17.2
met1_length_um = 6900
drtPass1Iterations = 5
route.met3.wl_um = 845
drt_iter0_drc = 356
wirelength_um = 14800
antenna_cells_inserted = 0
via_per_inst = 5.28

[sta]
drv_slew = 0
post-route-period-util_pct = 96.2
maxSlewHeadroom_pct = 53.5
finalSetupViolations = 0
worst_pin_slew_ns = 0.698
holdWs_ns = 0.314
fmax_mhz = 335
min_period_ns = 2.98
fin_skew_ns = 0.00645
hold_viol_final = 0

[logic_synthesis]
ys_seq_share_pct = 45.4
ys_area_um2 = 5340
syn-cell-area_um2 = 5340
yosys_cells = 518
syn_avg_cell_area_um2 = 10.3
synth-seq-cells = 97
synth.top_cell.area_share_pct = 45.4
synth.most_common_cell = "dfrtp_1"
async_flop_share_pct = 100
syn-instance-count = 518
area_leaders = "dfrtp_1 45%, mux2_2 8.6%, xor2_1 6.9%, ha_1 3.7%, xnor2_1 3.4%"
flop_cell = "dfrtp_1"
synth_cell_type_count = 57
yosys-top-cells-count = "97 x dfrtp_1, 48 x nand2_1, 42 x xor2_1"
ys_warn_count = 1
yosysTopAreaCell = "dfrtp_1"
edf_count = 0

[cells_and_area]
combGateArea_um2 = 2820
stdcell_area_um2 = 7530
synthToLayoutAreaGrowth_pct = 40.9
final_core_util_pct = 58.7
drive_above_1_share_pct = 18.2
flop_area_um2 = 2440
fillers = 1062

[clock_tree]
clockRootBuffer = "clkbuf_16"
ctsHoldBuffers = 0
numCtsBuffers = 9
clock_latency_ns = 0.35
htree_levels = 3
cts_sinks = 97
cts_tree = "yes"
clock_path_buffers = 2
clk_pin_slew_ns = 0.07

[grt]
grt_overflow = 0
grt_max_degree = 52
grt_pass1_vias = 4553
antenna_found_initial = 0
grt_pass1_wl_um = 24000
track_usage_pct = 22.4

[die]
die-area_um2 = 13800
rows = 41
die-width_um = 118
num_io_pins = 142
coreArea_um2 = 12800
fp.dieH_um = 118
fp-utilization_pct = 41.7

[worst_setup_path]
cp_num_buf_inv = 2
max_stage_delay_ns = 0.50
path_max_fanout = 6
crit_type = "flop to output pin"
cp-end-kind = "output pin"
path_cells = "inv_1, ha_1, nand2_1, nor4_2, and3_2, and2_1, clkdlybuf4s50_1"
critPathSlowestCell = "dfrtp_1"
cp-start-kind = "flop"
required_ns = 2.48
arrival_ns = 2.36
crit_family = "simple AND/OR/NAND/NOR gates"

[pwr]
power_density_nw_per_um2 = 463
power.total_mw = 3.48
power_leakage_nw = 3.12
peakVddDrop_mv = 0.278

[job]
warnings = 34
cap_viol_max_count = 0

[placed_design]
dpl.hpwl_um = 10400
place_area_um2 = 7000
place_congestion = 0.878
numPortBuffers = 141

[hold_path]
min_path_type = "primary input to async pin"
[placed cells by master (no fill, tap or decap), types with 13 or more instances in the layout]
master and n:
a21oi_1 13, buf_4 36, clkdlybuf4s50_1 125, dfrtp_1 89, ha_1 16, inv_1 18
mux2_2 41, nand2_1 48, nand3_1 22, nand4_1 13, nor2_1 21, o21ai_0 25
xnor2_1 21, xor2_1 40
[where the power goes]
group	switching (mW)	internal (mW)	leakage [nW]	total [mW]
clock network	0.489	0.723	0.151	1.21
registers	0.136	1.38	1.19	1.52
logic	0.311	0.439	1.79	0.750
[kinds of logic (layout without fill, tap and decap cells)]
family          Yosys count  after routing  share of synthesized area, %
simple gates            164            164                          16.4
buf+inv                  41            211                          2.97
flops                    97             97                          45.4
xor+xnor                 63             63                          10.3
compound gates           94             94                          12.2
mux                      43             43                          9.01
fa+ha+maj                16             16                          3.75
[worst register-to-register path, cell delays in order, from the launching register on]
cell and delay [ns]:
dfrtp_2 0.43, xor2_2 0.15, nor4_2 0.27, buf_4 0.15, nand4_1 0.13, buf_4 0.18
buf_4 0.12, buf_4 0.12, buf_4 0.12, buf_6 0.10, buf_4 0.12, buf_4 0.12
buf_4 0.12, buf_4 0.12, buf_4 0.12, buf_4 0.12, buf_4 0.12, buf_4 0.12
nor3_2 0.15
[per-layer routing]
| layer | vias up | GRT usage [%] |
|---|---|---|
| met4 | 0 | 3.04 |
| li1 | 2192 | - |
| met2 | 159 | 34.5 |
| met5 | - | 0 |
| met1 | 2180 | 35.4 |
| met3 | 14 | 3.56 |
[metrics by stage]
step                      worst slack, ns  cells  setup TNS (ns)
after detailed placement           -0.346    824          -0.346
after CTS                         -0.0619    857         -0.0619
after global placement             -0.402    824          -0.402
after floorplan                     0.965    518               0
after global routing              -0.0222    860         -0.0222
final                               0.117    860               0
[path summary, 6_finish.rpt]
path                                             endpoint  cells after the start                  startpoint  slack (ns)
max                                          update_day_o                      7    r_minutes[1]$_DFFE_PN0P_        0.12
min                        r_timer_target[13]$_DFFE_PN0P_                      1                      rstn_i        0.31
max reg2reg                       r_alarm_match$_DFF_PN0_                     18    r_seconds[4]$_DFFE_PN0P_        0.14
min reg2reg                    r_sec_counter[0]$_DFF_PN0_                      1  r_sec_counter[0]$_DFF_PN0_        0.47
max in group asynchronous        r_minutes[0]$_DFFE_PN0P_                      2                      rstn_i        2.07
min in group clk0              r_sec_counter[0]$_DFF_PN0_                      1  r_sec_counter[0]$_DFF_PN0_        0.47
[final cells by class]
type	instances	share of cell area, %
Multi-Input combinational cell	380	37.4
Tap cell	172	2.86
Timing Repair Buffer	178	22.2
Clock buffer	10	3.17
Sequential cell	97	32.4
Clock inverter	5	1.06
Inverter	18	0.897
[what timing repair did]
item,CTS,global route
pin swaps,7,9
buffers inserted,18,5
setup endpoints to repair,2,3
endpoints found under the hold margin,0,0
gates resized,27,18
[registers in the layout, summed over array words and instances, names as in the netlist, 6 cells and up]
register and cells:
r_alarm_hours 6, r_alarm_minutes 8, r_alarm_seconds 8, r_hours 6, r_minutes 8, r_sec_counter 15
r_seconds 8, r_timer 17, r_timer_target 17
Power figures rest on the tool's default switching activity, not on a simulated workload.
