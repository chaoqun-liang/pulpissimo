==> flow/config.mk <==
export PLATFORM = sky130hd
export DESIGN_NAME = rtc_date
export DESIGN_NICKNAME = rtc_date
export VERILOG_FILES = /design/flow/design.v
export SDC_FILE = /design/flow/constraint.sdc
export NUM_CORES = 4
export LEC_CHECK = 1
export CORE_AREA = 10 10 108 108
export DIE_AREA = 0 0 118 118
==> flow/constraint.sdc <==
current_design rtc_date

set clk_period 5.1
set clk_io_pct 0.2

create_clock -name clk0 -period $clk_period [get_ports {clk_i}]

set non_clock_inputs [all_inputs -no_clocks]
set_input_delay [expr $clk_period * $clk_io_pct] -clock clk0 $non_clock_inputs
set_output_delay [expr $clk_period * $clk_io_pct] -clock clk0 [all_outputs]
==> flow/design.v <==
module rtc_date(
	input  logic clk_i,
	input  logic rstn_i,
	input  logic        date_update_i,
	input  logic [31:0] date_i,
	output logic [31:0] date_o,
	input logic new_day_i
);
	logic	[5:0]	s_day;
	logic	[4:0]	s_month;
	logic	[13:0]	s_year;
	logic   [5:0]   r_day;
	logic   [4:0]   r_month;
	logic   [13:0]  r_year;
	logic s_end_of_month;
	logic s_end_of_year;
	logic s_year_century;
	logic s_year_400;
	logic s_year_leap;
	logic s_year_div_4;
	assign s_day  = date_i[5:0];
	assign s_month  = date_i[12:8];
	assign s_year = date_i[29:16];
	assign date_o = {2'b00,r_year,3'b000,r_month,2'b00,r_day};
	assign s_end_of_year = s_end_of_month & (r_month == 5'h12);
	always_comb
	begin
		case(r_month)
		5'h01: s_end_of_month = (r_day == 6'h31);  
		5'h02: s_end_of_month = (r_day == 6'h29) || ((~s_year_leap)&&(r_day == 6'h28));
		5'h03: s_end_of_month = (r_day == 6'h31);  
		5'h04: s_end_of_month = (r_day == 6'h30);  
		5'h05: s_end_of_month = (r_day == 6'h31);  
		5'h06: s_end_of_month = (r_day == 6'h30);  
		5'h07: s_end_of_month = (r_day == 6'h31);  
		5'h08: s_end_of_month = (r_day == 6'h31);  
		5'h09: s_end_of_month = (r_day == 6'h30);  
		5'h10: s_end_of_month = (r_day == 6'h31);  
		5'h11: s_end_of_month = (r_day == 6'h30);  
		5'h12: s_end_of_month = (r_day == 6'h31);  
		default: s_end_of_month = 1'b0;
		endcase
	end
	assign s_year_div_4   = ((~r_year[0])&&(r_year[4]==r_year[1]));
	assign s_year_century = (r_year[7:0] == 8'h00);
	assign s_year_400     = ((~r_year[8])&&((r_year[12]==r_year[9])));
	assign s_year_leap    = (s_year_div_4) && ( (~s_year_century) || ((s_year_century)&&(s_year_400)) );
	always_ff @(posedge clk_i or negedge rstn_i) begin : proc_r_day
		if(~rstn_i) begin
			r_day <= 6'h1;
		end else begin
		if (date_update_i)
			r_day <= s_day;
		else if ((new_day_i)&&(s_end_of_month))
			r_day <= 6'h01;
		else if ((new_day_i)&&(r_day[3:0] != 4'h9))
			r_day[3:0] <= r_day[3:0] + 4'h1;
		else if (new_day_i)
		begin
			r_day[3:0] <= 4'h0;
			r_day[5:4] <= r_day[5:4] + 2'h1;
		end
		end
	end
	always_ff @(posedge clk_i or negedge rstn_i) begin : proc_r_month
		if(~rstn_i) begin
			r_month <= 5'h01;
		end else begin
			if (date_update_i)
				r_month <= s_month;
			else if ((new_day_i)&&(s_end_of_year))
				r_month <= 5'h01;
			else if ((new_day_i)&&(s_end_of_month)&&(r_month[3:0] != 4'h9))
				r_month[3:0] <= r_month[3:0] + 4'h1;
			else if ((new_day_i)&&(s_end_of_month))
			begin
				r_month[3:0] <= 4'h0;
				r_month[4] <= 1;
			end
		end
	end  
	always_ff @(posedge clk_i or negedge rstn_i) begin : proc_r_year
	 	if(~rstn_i) begin
	 		r_year <= 14'h2000;
	 	end else begin
	 		if (date_update_i)
	 			r_year <= s_year;
	 		else if ((new_day_i)&&(s_end_of_year))
			begin
				if (r_year[3:0] != 4'h9)
					r_year[3:0] <= r_year[3:0] + 4'h1;
				else begin
					r_year[3:0] <= 4'h0;
					if (r_year[7:4] != 4'h9)
						r_year[7:4] <= r_year[7:4] + 4'h1;
					else begin
						r_year[7:4] <= 4'h0;
						if (r_year[11:8] != 4'h9)
							r_year[11:8] <= r_year[11:8]+4'h1;
						else begin
							r_year[11:8] <= 4'h0;
							r_year[13:12] <= r_year[13:12]+2'h1;
						end
					end
				end
			end
	 	end
	end
endmodule
==> flow/run.sh <==
#!/bin/bash
# OpenROAD 26Q1-2900-gdf79404cd8, Yosys 0.63+post, stock flow scripts
make -C /OpenROAD-flow-scripts/flow DESIGN_CONFIG=/design/flow/config.mk WORK_HOME=/design/flow/orfs finish
==> results.sh <==
# physical design summary
export IMPL_synth_area_mm2=0.00194
export IMPL_fp_dieArea_mm2=0.0139
export IMPL_drt_iter0_drc=115
export IMPL_yosysWarningCount=1
export IMPL_ff_latch_area_um2=629
export IMPL_cp_max_fo=13
export IMPL_setup_worst_path_end_class="flip-flop"
export IMPL_avgViaCountPerCell=4.35
export IMPL_reg2reg_slack_ps=2090
export IMPL_cap_violations=0
export IMPL_drc=0
export IMPL_relSlewSlack=0.674
export IMPL_post_drt_wl_per_cell_um=13.8
export IMPL_rsz0062_at_grt="false"
export IMPL_h_tree_depth=1
export IMPL_boundaryPins=68
export IMPL_drive_above_1_share=0.0683
export IMPL_cts_resized=0
export IMPL_die_w_um=118
export IMPL_grt_pass1_vias=1717
export IMPL_path_depth=9
export IMPL_clock_latency_ps=270
export IMPL_critPathBufInv=1
export IMPL_holdBufCountCts=0
export IMPL_ys_flops=25
export IMPL_critPathKind="flip-flop to flip-flop"
export IMPL_ys_flop_type="dfrtp_1"
export IMPL_max_freq_ghz=0.332
export IMPL_coreArea_mm2=0.00928
export IMPL_ant_nets=0
export IMPL_grt_ovfl_total=0
export IMPL_antenna_found_initial=0
export IMPL_power_leakage_nw=1.02
export IMPL_cts_clk_slew_worst_paths_ps=100
export IMPL_synthArstFlopShare=1.00
export IMPL_tool_warnings=38
export IMPL_common_cells="nand2_1, dfrtp_1, o21ai_0"
export IMPL_track_usage=0.0772
export IMPL_r2r_end="r_month[0]"
export IMPL_peakVddDrop_mv=0.0812
export IMPL_critPathArrivalTime_ps=3210
export IMPL_syn_to_final_growth_pct=33.6
export IMPL_tightest_slew_ps=482
export IMPL_top_cells_by_area="dfrtp_1, ha_1, o21ai_0, nand2_1, dfstp_2"
export IMPL_synth_dominant_cell_count="nand2_1"
export IMPL_cts_tree="yes"
export IMPL_critPathTopFamily="AND-OR/OR-AND gates"
export IMPL_status="finished, final reports clean"
export IMPL_r2r_start="r_month[0]"
export IMPL_hold_path_endpoint="r_year[13]"
export IMPL_edf_count=0
export IMPL_hold_depth=2
export IMPL_hold_class="flip-flop to flip-flop"
export IMPL_top_logic_kind="AND-OR/OR-AND gates"
export IMPL_setup_tns_final_ps=0
export IMPL_cp_required_ps=5300
export IMPL_worstHoldStart="r_year[13]"
export IMPL_dieHeight_um=118
export IMPL_antenna_cells=0
export IMPL_max_clock_path_buffers=2
export IMPL_crit_path_start_kind="flip-flop"
export IMPL_clock_sinks=25
export IMPL_grt_max_degree=47
export IMPL_compound_area_frac=0.259
export IMPL_fp_util=0.209
export IMPL_synthXorXnorAreaFrac=0.0497
export IMPL_synth_top_cell_by_area="dfrtp_1"
export IMPL_routed_wirelength_um=5640
export IMPL_power_density_mw_per_mm2=209
export IMPL_yosysTopAreaCellShare=0.284
export IMPL_whs_ps=610
export IMPL_cts_root_buf="clkbuf_8"
export IMPL_ys_seq_share=0.325
export IMPL_synth_simple_area_share=0.191
export IMPL_hold_violations=0
export IMPL_setup_viol=0
export IMPL_netlist_instances=234
export IMPL_slew_viol_final=0
export IMPL_cts_setup_buffers=0
export IMPL_crit_slowest_cell="o211a_1"
export IMPL_ys_sh_mux=0.0116
export IMPL_rows=35
export IMPL_synth_distinct_cells=54
export IMPL_synth_yosys_num_cells=234
export IMPL_syn_mean_instance_area_um2=8.29
export IMPL_place_port_buffers=53
export IMPL_reg2reg_depth=9
export IMPL_min_period_ps=3010
export IMPL_critPathMaxStageDelay_ps=510
export IMPL_grt_pass1_wl_um=9270
export IMPL_gp_congestion=0.857
export IMPL_hpwl_um=4220
export IMPL_period_used=0.590
export IMPL_nFillCells=997
export IMPL_dr_pass1_iters=4
export IMPL_logic_area_mm2=0.00113
export IMPL_routed_via_count=1771
export IMPL_adder_share=0.0581
export IMPL_cts_inserted_buffers=3
export IMPL_ys_area_mm2=0.00194
export IMPL_cp_cell_sequence="inv_1 -> ha_1 -> nor2_1 -> or4b_1 -> a221oi_1 -> o211a_1 -> or2_2 -> mux2_2 -> o21ai_0"
export IMPL_finClkSkew_ps=1.92
power breakdown:
part	total (W)	internal (W)	switching, W	leakage (nW)
logic	0.000158	0.0000947	0.0000637	0.705
registers	0.000256	0.000220	0.0000365	0.291
clock network	0.000126	0.0000560	0.0000700	0.0228
metal layers:
metal | vias to the layer above | part of all wire | global-route usage
met5 | - | 0 | 0
met4 | 0 | 0.0062 | 0.00696
met3 | 2 | 0.058 | 0.0194
met2 | 43 | 0.46 | 0.124
met1 | 813 | 0.48 | 0.106
li1 | 913 | - | -
worst max path at each step:
| stage | from | end |
|---|---|---|
| CTS | r_month[0] | r_month[0] |
| finish | r_month[0] | r_month[0] |
| global route | r_month[0] | r_month[3] |
stage by stage:
| stage | instances | instance area [um2] | utilization | power (W) | worst slack (ps) |
|---|---|---|---|---|---|
| floorplan | 240 | 1960 | - | 0.000335 | 2730 |
| global placement | 403 | 2550 | 0.274 | 0.000420 | 1980 |
| detailed placement | 403 | 2550 | 0.274 | 0.000421 | 1960 |
| CTS | 407 | 2590 | 0.279 | 0.000548 | 2090 |
| global route | 407 | 2590 | 0.279 | 0.000577 | 1850 |
| finish | 407 | 2590 | 0.279 | 0.000541 | 2090 |
cell usage in the layout, fill, tap and decap left out, types with 6 or more instances in the layout:
cell             instances
clkdlybuf4s50_1         53
nand2_1                 25
dfrtp_1                 22
o21ai_0                 21
inv_1                   18
a21oi_1                 15
nor2_1                  10
ha_1                     9
nand3_1                  7
conb_1                   7
xnor2_1                  6
sequential cells by signal (all words and copies together), names as in the netlist:
register	cells
r_day	6
r_month	5
r_year	14
tightest hold or removal path, cell delays in order, from the launching register on:
cell	delay [ps]
dfstp_2	390
xor2_1	140
o21ai_0	80
area by class of cell:
class                           count  area share
Timing Repair Buffer               56       0.213
Multi-Input combinational cell    174       0.437
Inverter                           19      0.0275
Tap cell                          129      0.0623
Clock buffer                        4      0.0174
Sequential cell                    25       0.243
logic make-up (layout without fill, tap and decap cells):
family / count (synthesis) / in the layout
buffers and inverters: 41 / 79
XOR/XNOR: 11 / 11
AND-OR/OR-AND: 73 / 73
other: 1 / 7
AND/OR/NAND/NOR: 72 / 72
multiplexers: 2 / 2
flip-flops: 25 / 25
adder cells (fa/ha/maj): 9 / 9
No activity file was given, so power comes from the tool's default toggle rates.
